File: flow/run.sh
#!/bin/bash
# OpenROAD 26Q1-2900-gdf79404cd8, Yosys 0.63+post, stock flow scripts
make -C /OpenROAD-flow-scripts/flow DESIGN_CONFIG=/design/flow/config.mk WORK_HOME=/design/flow/orfs finish
File: flow/design.v
module DivFrec(
    input clk,
    output reg clk_div
);
parameter DIVISOR = 100000000;  
reg [31:0] contador = 0;
always @(posedge clk) begin
    if (contador == DIVISOR - 1) begin
        contador <= 0;
        clk_div <= ~clk_div;
    end else begin
        contador <= contador + 1;
    end
end
endmodule
File: flow/config.mk
export PLATFORM = sky130hd
export DESIGN_NAME = DivFrec
export DESIGN_NICKNAME = DivFrec
export VERILOG_FILES = /design/flow/design.v
export SDC_FILE = /design/flow/constraint.sdc
export NUM_CORES = 4
export LEC_CHECK = 1
export CORE_AREA = 10 10 107 107
export DIE_AREA = 0 0 117 117
File: flow/constraint.sdc
current_design DivFrec

set clk_period 6.8
set clk_io_pct 0.2

create_clock -name clk0 -period $clk_period [get_ports {clk}]

set non_clock_inputs [all_inputs -no_clocks]
set_input_delay [expr $clk_period * $clk_io_pct] -clock clk0 $non_clock_inputs
set_output_delay [expr $clk_period * $clk_io_pct] -clock clk0 [all_outputs]
==> reports/summary.json <==
{
  "status": {
    "outcome": "completed"
  },
  "timing": {
    "unrepaired_setup_endpoints_after_global_routing": "false",
    "min_period_ns": 2.45,
    "report.final.setup_viol": 0,
    "final.setup.worst_slack_ns": 4.35,
    "skew_ns": 0.00579,
    "final-hold-violation-count": 0,
    "timing.fmax_mhz": 409,
    "max_slew_margin": 0.390,
    "slew_violations": 0,
    "tightestPinTransition_ns": 0.907,
    "final_min_period_over_clock_period": 0.360,
    "total_negative_slack_for_setup_checks_ns": 0
  },
  "setup_path": {
    "worstSetupPathType": "flop to primary output",
    "worstPathArrival_ns": 1.09,
    "worst_setup_path_end_kind": "primary output",
    "cp_max_fo": 2,
    "crit_path_start_kind": "flop",
    "cell_by_cell_listing_of_the_critical_path": "clkdlybuf4s50_1",
    "critical_path_required_ns": 5.44,
    "critical_path.slowest_cell": "sky130_fd_sc_hd__clkdlybuf4s50_1",
    "critical-path-top-delay-family": "buffers and inverters",
    "slowest_delay_ns": 0.46,
    "timing.critical_path.buf_inv": 1
  },
  "synthesis": {
    "synth_seq_share": 0.421,
    "postSynthRegisterBits": 33,
    "synth.top_cells.by_area": "sky130_fd_sc_hd__dfxtp_1, sky130_fd_sc_hd__xnor2_1, sky130_fd_sc_hd__nand3_1",
    "synth_chip_area_um2": 1590,
    "post_synth.cell_area_avg_um2": 9.25,
    "yosysCellCount": 172,
    "yosys.cell_types.count": 40,
    "netlist_instances": 172,
    "yosys_warnings": 1,
    "yosysTopAreaCellShare": 0.403,
    "synth.cell_area_um2": 1590,
    "synth_top_cell_by_area": "sky130_fd_sc_hd__dfxtp_1"
  },
  "detailed_routing": {
    "via_density_per_instance": 4.27,
    "route.antenna.diode_count": 0,
    "drt_iter0_markers": 100,
    "drt_drc_violations_left": 0,
    "antenna_violating_nets_post_route": 0,
    "detail_route.wirelength_um": 3070,
    "first_pass_iters": 4,
    "dr_total_vias": 1231,
    "routedWlPerCell_um": 10.7
  },
  "global_routing": {
    "first_global_vias": 1108,
    "groute.usage.overall": 0.0470,
    "gr-total-overflow": 0,
    "grt_max_degree": 13,
    "antenna_found_initial": 0,
    "grt_first_pass_wirelength_um": 5350
  },
  "final_layout": {
    "final_layout_size_suffix_gt1_frac": 0.113,
    "area_growth_syn_to_layout_pct": 14.9,
    "final_cell_count_no_fill": 288
  },
  "min_path": {
    "min_path_type": "flop to flop"
  },
  "clock_network": {
    "tritoncts_clock_tree": "yes",
    "tritoncts_num_sinks": 33,
    "post_cts.resized_instances": 0,
    "clock_tree.root_cell": "sky130_fd_sc_hd__clkbuf_8",
    "cts.repair_timing.setup_buffer_count": 0,
    "cts.htree.levels": 2,
    "register_clock_pin_slew_on_the_reported_worst_setup_and_hold_paths_ns": 0.07,
    "cts_inserted_buffers": 5,
    "post_cts_hold_buffer_count": 0,
    "latest_clock_arrival_within_the_worst_skew_pair_ns": 0.28,
    "cts_max_path_buffers": 2
  },
  "pwr": {
    "vdd_ir_drop_max_mv": 0.0546,
    "total_leakage_power_nw": 0.633,
    "power-per-cell-area_nw_per_um2": 201
  },
  "die": {
    "fp.dieH_um": 117,
    "floorplan.rows": 35,
    "core_region_area_um2": 9200,
    "io_pins": 2,
    "floorplanUtilization": 0.173,
    "fp.dieArea_um2": 13700,
    "die_w_um": 117
  },
  "run": {
    "drv.max_cap_violation_count": 0,
    "openroad.warnings": 25
  },
  "placed_design": {
    "place_hpwl_um": 2180,
    "globalplace.congestion": 0.780,
    "io_buffers": 1,
    "place_worst_setup_slack_ns": 4.64,
    "dp_cells": 280
  }
}
## kinds of logic after synthesis
group                    after synthesis  share of synthesized area
AND/OR/NAND/NOR                       86                      0.340
flip-flops                            33                      0.421
AND-OR/OR-AND                         22                     0.0849
XOR/XNOR                              22                      0.121
buffers and inverters                  8                     0.0244
adder cells (fa/ha/maj)                1                    0.00786
## final cells by class
type / count / area [um^2]
well taps: 111 / 139
repair buffers: 1 / 10.0
fillers: 998 / 7370
multi-input cells: 131 / 882
clock buffers: 8 / 111
flip-flops and latches: 33 / 671
inverters: 4 / 15.0
## layout by cell type (no fill, tap or decap), types with 4 or more instances in the layout
master / n
sky130_fd_sc_hd__a21oi_1: 4
sky130_fd_sc_hd__and3_1: 8
sky130_fd_sc_hd__clkbuf_8: 6
sky130_fd_sc_hd__dfxtp_1: 32
sky130_fd_sc_hd__inv_1: 4
sky130_fd_sc_hd__nand2_1: 12
sky130_fd_sc_hd__nand3_1: 14
sky130_fd_sc_hd__nand4_1: 9
sky130_fd_sc_hd__nor2_1: 15
sky130_fd_sc_hd__nor3_1: 4
sky130_fd_sc_hd__o21ai_0: 8
sky130_fd_sc_hd__or3_1: 5
sky130_fd_sc_hd__xnor2_1: 15
sky130_fd_sc_hd__xor2_1: 7
## registers in the layout, summed over array words and instances, names as in the netlist
| name | cells |
|---|---|
| contador | 32 |
| clk_div | 1 |
## per-layer routing
layer | vias to the layer above | part of all wire | GRT usage
met5 | - | 0 | 0
met4 | 0 | 0.022 | 0.00824
met3 | 7 | 0.047 | 0.00516
met2 | 29 | 0.42 | 0.0675
met1 | 561 | 0.51 | 0.0743
li1 | 634 | - | -
## worst paths after layout
check / start / to / slack, ns / cells past startpoint
worst min register to register: contador[0] / contador[0] / 0.46 / 1
worst max register to register: contador[28] / clk_div / 4.68 / 4
worst min-delay path: contador[0] / contador[0] / 0.46 / 1
worst max-delay path: clk_div / clk_div / 4.35 / 1
## synthesized netlist by cell type (all sizes together)
master and n:
or3 7, clkbuf 2, or2 1, a31oi 1, xor2 7, o31ai 2
a32oi 1, or4 1, o21ai 8, nand4 11, and3 8, or4b 1
a22oi 2, dfxtp 32, nand4b 1, a21oi 4, o22ai 1, nand2 12
nor3 6, a311oi 1, buf 2, inv 4, nor2 17, a21boi 1
ha 1, edfxtp 1, xnor2 15, and4 2, nor2b 1, a21o 1
nor4 4, nand3 14
## per-stage QoR
stage               total power [mW]  hold WS (ns)   util  instance area [um^2]
floorplan                      0.198         0.426      -                  1590
global placement               0.198         0.440  0.187                  1720
detailed placement             0.198         0.452  0.187                  1720
CTS                            0.372         0.470  0.199                  1830
global route                   0.379         0.496  0.199                  1830
finish                         0.367         0.462  0.199                  1830
## power breakdown
group / internal [mW] / switching [mW] / total [mW]
logic: 0 / 0 / 0.000000307
registers: 0.194 / 0 / 0.194
clock network: 0.105 / 0.0683 / 0.173
total: 0.299 / 0.0683 / 0.367
No activity file was given, so power comes from the tool's default toggle rates.
