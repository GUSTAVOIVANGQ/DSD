===== ./run.sh =====
#!/bin/bash
# OpenROAD 26Q1-2900-gdf79404cd8, Yosys 0.63+post, stock flow scripts
make -C /OpenROAD-flow-scripts/flow DESIGN_CONFIG=/design/flow/config.mk WORK_HOME=/design/flow/orfs finish

===== ./config.mk =====
export PLATFORM = sky130hd
export DESIGN_NAME = bcd_counter
export DESIGN_NICKNAME = bcd_counter
export VERILOG_FILES = /design/flow/design.v
export SDC_FILE = /design/flow/constraint.sdc
export NUM_CORES = 4
export LEC_CHECK = 1
export CORE_UTILIZATION = 30

===== ./constraint.sdc =====
current_design bcd_counter

set clk_period 7.0
set clk_io_pct 0.2

create_clock -name clk0 -period $clk_period [get_ports {clk}]

set non_clock_inputs [all_inputs -no_clocks]
set_input_delay [expr $clk_period * $clk_io_pct] -clock clk0 $non_clock_inputs
set_output_delay [expr $clk_period * $clk_io_pct] -clock clk0 [all_outputs]

===== ./design.v =====
module bcd_counter(
    input clk,
    input reset,
    output [6:0] seg
);
wire clk_div;
wire [3:0] bcd_out;
div_freq div_freq_inst(
    .clk_in(clk),
    .clk_out(clk_div)
);
bcd_counter_logic bcd_counter_logic_inst(
    .clk(clk_div),
    .reset(reset),
    .bcd_out(bcd_out)
);
BCD7Seg BCD7Seg_inst(
    .bcd(bcd_out),
    .seg(seg)
);
endmodule
module div_freq(
    input clk_in,
    output reg clk_out
);
parameter DIVISOR = 10000000;
reg [31:0] contador;
always @(posedge clk_in) begin
    if (contador == DIVISOR - 1) begin
        contador <= 0;
        clk_out <= ~clk_out;
    end else begin
        contador <= contador + 1;
    end
end
endmodule
module bcd_counter_logic(
    input clk,
    input reset,
    output reg [3:0] bcd_out
);
parameter STATE_0 = 4'b0000,
          STATE_1 = 4'b0001,
          STATE_2 = 4'b0010,
          STATE_3 = 4'b0011,
          STATE_4 = 4'b0100,
          STATE_5 = 4'b0101,
          STATE_6 = 4'b0110,
          STATE_7 = 4'b0111,
          STATE_8 = 4'b1000,
          STATE_9 = 4'b1001;
reg [3:0] current_state, next_state;
always @(posedge clk or posedge reset) begin
    if (reset) begin
        current_state <= STATE_0;
    end else begin
        current_state <= next_state;
    end
end
always @(current_state) begin
    case (current_state)
        STATE_0: begin
            bcd_out = 4'b0000;
            next_state = STATE_1;
        end
        STATE_1: begin
            bcd_out = 4'b0001;
            next_state = STATE_2;
        end
        STATE_2: begin
            bcd_out = 4'b0010;
            next_state = STATE_3;
        end
        STATE_3: begin
            bcd_out = 4'b0011;
            next_state = STATE_4;
        end
        STATE_4: begin
            bcd_out = 4'b0100;
            next_state = STATE_5;
        end
        STATE_5: begin
            bcd_out = 4'b0101;
            next_state = STATE_6;
        end
        STATE_6: begin
            bcd_out = 4'b0110;
            next_state = STATE_7;
        end
        STATE_7: begin
            bcd_out = 4'b0111;
            next_state = STATE_8;
        end
        STATE_8: begin
            bcd_out = 4'b1000;
            next_state = STATE_9;
        end
        STATE_9: begin
            bcd_out = 4'b1001;
            next_state = STATE_0;
        end
        default: begin
            bcd_out = 4'b0000;
            next_state = STATE_0;
        end
    endcase
end
endmodule
module BCD7Seg(
    input wire [3:0] bcd,
    output reg [6:0] seg
);
always @(*) begin
    case (bcd)
        4'b0000: seg = 7'b1000000;
        4'b0001: seg = 7'b1111001;
        4'b0010: seg = 7'b0100100;
        4'b0011: seg = 7'b0110000;
        4'b0100: seg = 7'b0011001;
        4'b0101: seg = 7'b0010010;
        4'b0110: seg = 7'b0000010;
        4'b0111: seg = 7'b1111000;
        4'b1000: seg = 7'b0000000;
        4'b1001: seg = 7'b0010000;
        default: seg = 7'b1111111;
    endcase
end
endmodule

==> impl_metrics.yaml <==
# flow metrics
floorplan:
  die_w_um: 80.8
  fp_util_pct: 31.2
  num_rows: 28
  die-height_um: 80.8
  coreArea_sq_um: 5960
  pin_count: 9
  die_area_sq_um: 6520
setup_path:
  start_kind: "flip-flop"
  path_class: "reg2reg"
  r2r_slack_ns: 4.88
  crit_path_max_fanout: 13
  cp-end-kind: "flip-flop"
  cp_data_arrival_time_ns: 2.04
  worstPathRequired_ns: 6.92
final_timing:
  unclocked_pins: 4
  untimed_endpoints: 11
  worst_pin_slew_ns: 1.00
  post-route-period-util_pct: 30.3
  skew_ns: 0.00448
  final-hold-violation-count: 0
  fin_tns_setup_ns: 0
  slew_violations: 0
  rsz0062_at_grt: "no"
  fmax_ghz: 0.472
  setup_viol: 0
  fin_ws_ns: 4.88
  slew_headroom_pct: 32.7
  fin_crit_ns: 2.12
  fin_hold_ws_ns: 0.473
logic_synthesis:
  syn_inst: 201
  flop_cell: "dfxtp_1"
  ys_area_sq_um: 1860
  async_reset_ff_share_pct: 10.8
  synth-warning-count: 3
  syn_area_sq_um: 1860
  synth_flops: 37
  synthDistinctLibCells: 41
  avgSynthCellArea_sq_um: 9.26
  ys_seq_share_pct: 41.4
  synth-edff-count: 1
  synth-cells-yosys: 201
placement:
  place.gp.congestion: 0.839
  portBuffers: 8
  hpwl_um: 2290
  dp_slack_ns: 4.88
detailed_routing:
  routed_wl_um: 3330
  antenna_cells: 0
  firstDrtPassIters: 4
  drc_errors: 0
  vias: 1391
  final_antenna_net_count: 0
  wire_per_inst_um: 11.8
  vias_per_cell: 4.92
  drt_iter0_drc: 64
global_routing:
  grt_pass1_wl_um: 5690
  antenna_found_initial: 0
  first_global_vias: 1257
  overflow: 0
  grt_usage_pct: 11.2
  grt_max_degree: 14
clock_network:
  cts.clk_slew.worst_paths_ns: 0.06
  ctsResizeCount: 0
  postCtsSetupBuffers: 0
  cts_buffers: 5
  tritoncts: "done"
  cts.htree.levels: 2
  root_buffer: "clkbuf_8"
  clock_latency_ns: 0.29
  cts_hold_buf: 0
  cts_buffer_depth: 2
power_and_ir_drop:
  peakVddDrop_v: 0.000105
  leakage_nw: 0.838
  p_per_area_nw_per_um2: 160
  p_total_mw: 0.333
final_layout:
  final_util_pct: 34.9
  n_fill_cell: 615
  areaGrowthSynthToFinish_pct: 11.6
  layout-drive-gt1-share_pct: 6.73
run:
  cap_violations: 0
  warnings: 29
worst_hold_path:
  hold_class: "reg2reg"
run_status:
  status: "finished clean"
[critical path: stages (launching register included)]
cell	delay, ns
dfxtp_1	0.42
ha_1	0.20
and3_2	0.31
nand2_1	0.12
nor4b_4	0.70
[synth_stat cells (all sizes together) (4+ instances only)]
cell type,instances,share of area (%)
a21oi,6,1.8
and3,8,2.8
clkbuf,5,1.1
dfrtp,4,5.4
dfxtp,32,34
ha,7,4.7
inv,8,1.6
nand2,13,2.6
nand3,13,3.8
nand4,12,5.6
nor2,15,3.0
nor3,8,2.2
nor4,7,2.4
o22ai,4,1.3
xnor2,13,6.1
xor2,14,6.6
[layout by cell type (no fill, tap or decap), types with 7 or more instances in the layout]
cell | Yosys | layout
and3_1 | 7 | 7
clkdlybuf4s50_1 | 0 | 8
dfxtp_1 | 32 | 32
ha_1 | 7 | 7
inv_1 | 8 | 8
nand2_1 | 13 | 13
nand3_1 | 12 | 12
nand4_1 | 10 | 10
nor2_1 | 15 | 15
nor3_1 | 8 | 8
nor4_1 | 7 | 7
xnor2_1 | 13 | 13
xor2_1 | 14 | 14
[registers in the layout (all words and copies together) (netlist names)]
signal	count
div_freq_inst.contador	32
bcd_counter_logic_inst.current_state	4
div_freq_inst.clk_out	1
[per-stage QoR]
step                      instance area (sq um)  std cells
final                                      2080        283
after global placement                     1990        276
after floorplan                            1860        201
after detailed placement                   1990        276
after global routing                       2080        283
after CTS                                  2080        283
[kinds of logic (layout without fill, tap and decap cells)]
| kind of cell | after synthesis | after routing | share of synthesized area (%) |
|---|---|---|---|
| simple gates | 95 | 95 | 30.8 |
| flops | 37 | 37 | 41.4 |
| xor+xnor | 27 | 27 | 12.7 |
| fa+ha+maj | 7 | 7 | 4.71 |
| compound gates | 19 | 19 | 6.39 |
| buf+inv | 16 | 23 | 3.97 |
[layout make-up]
| class | count | area, sq um | share of cell area, % |
|---|---|---|---|
| Inverter | 8 | 30.0 | 1.45 |
| Multi-Input combinational cell | 148 | 1020 | 48.9 |
| Timing Repair Buffer | 8 | 80.1 | 3.86 |
| Sequential cell | 37 | 771 | 37.1 |
| Tap cell | 75 | 93.8 | 4.52 |
| Clock buffer | 7 | 86.3 | 4.16 |
[path summary, 6_finish.rpt]
kind                                         start  cells after the start                                     to
max           div_freq_inst.contador[0]$_SDFF_PN0_                      4        div_freq_inst.clk_out$_DFFE_PN_
min          div_freq_inst.contador[26]$_SDFF_PN0_                      1  div_freq_inst.contador[26]$_SDFF_PN0_
max reg2reg   div_freq_inst.contador[0]$_SDFF_PN0_                      4        div_freq_inst.clk_out$_DFFE_PN_
min reg2reg  div_freq_inst.contador[26]$_SDFF_PN0_                      1  div_freq_inst.contador[26]$_SDFF_PN0_
[per-layer routing]
| metal | vias to the layer above | wire length, um | GRT usage, % |
|---|---|---|---|
| met5 | - | 0 | 0 |
| li1 | 723 | - | - |
| met1 | 641 | 1800 | 17.4 |
| met3 | 7 | 111 | 2.39 |
| met2 | 20 | 1360 | 16.7 |
| met4 | 0 | 59 | 1.79 |
[power breakdown]
part / switching, mW / internal (mW) / total, mW / leakage, nW
sequential: 0 / 0.189 / 0.189 / 0.320
combinational: 0.000507 / 0.000522 / 0.00103 / 0.474
clock: 0.0655 / 0.0779 / 0.143 / 0.0443
total: 0.0660 / 0.267 / 0.333 / 0.838
No activity file was given, so power comes from the tool's default toggle rates.
